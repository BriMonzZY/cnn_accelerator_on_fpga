[/design/flow/design.v]
`timescale 1ns / 1ps
module qadd #(
	parameter N = 16,
	parameter Q = 12
) (
    input [N-1:0] a,
    input [N-1:0] b,
    output [N-1:0] c
);
    assign c = a + b;
endmodule
[/design/flow/constraint.sdc]
current_design qadd

set clk_period 13.2
set clk_io_pct 0.2

create_clock -name clk0 -period $clk_period

set non_clock_inputs [all_inputs -no_clocks]
set_input_delay [expr $clk_period * $clk_io_pct] -clock clk0 $non_clock_inputs
set_output_delay [expr $clk_period * $clk_io_pct] -clock clk0 [all_outputs]
[/design/flow/run.sh]
#!/bin/bash
# OpenROAD 26Q1-2900-gdf79404cd8, Yosys 0.63+post, stock flow scripts
make -C /OpenROAD-flow-scripts/flow DESIGN_CONFIG=/design/flow/config.mk WORK_HOME=/design/flow/orfs finish
[/design/flow/config.mk]
export PLATFORM = sky130hd
export DESIGN_NAME = qadd
export DESIGN_NICKNAME = qadd
export VERILOG_FILES = /design/flow/design.v
export SDC_FILE = /design/flow/constraint.sdc
export NUM_CORES = 4
export LEC_CHECK = 1
export CORE_AREA = 10 10 77 77
export DIE_AREA = 0 0 87 87
export SYNTH_HDL_FRONTEND = slang
==> metrics.csv <==
metric,value,unit
status,completed,
drc,0,
placed_cells,198,
flops,0,
rsz0062_at_grt,no,
cp_slowest_cell,clkdlybuf4s50_1,
fin_crit,7.945,ns
power_leakage,0.5007,nW
fp_util,0.1664,
cp-endpoint,c[10],
ctsResizeCount,0,
die_h,87,um
routed_wl,2.459,mm
fp.coreArea,4354,sq um
startpoint,a[0],
cp_top_family,AND-OR/OR-AND gates,
dp_hpwl,2.260,mm
first_global_vias,881,
first_iter_violations,27,
critPathBufInv,2,
maxCapViolCount,0,
ys_chip_area,724.4,sq um
hold_viol_final,0,
hp-class,in2out,
worstSetupEndpointType,primary output,
via_per_inst,4.429,
peakVddDrop,0.01869,mV
synthDistinctLibCells,27,
placed_cell_area,1270,sq um
antenna-diode-count,0,
fmax,125.9,MHz
grt_util_all_layers,0.06303,
cts_setup_buffers,0,
slew_headroom,0.6923,
critical_path_class,in2out,
drive_gt1_frac,0.02740,
wire_per_inst,12.42,um
portBuffers,48,
cp_common_cell,clkdlybuf4s50_1,
setup_viol,0,
comb_area,713.2,sq um
power,0.06388,mW
cp.depth,9,
grt_max_degree,7,
fp.dieArea,7569,sq um
syn_avg_cell_area,7.392,sq um
ant_nets,0,
clkbuf_count,0,
regArea,0,sq um
tightest_slew,0.4568,ns
hold_buffers,0,
crit_path_start_kind,primary input,
antenna_found_initial,0,
ys_cells,98,
cp_slowest_stage_delay,0.45,ns
required,10.56,ns
period_used_share,0.6019,
fin_area,1270,sq um
cp.arrival,5.30,ns
post-route-util,0.2917,
layout_top_cell,clkdlybuf4s50_1,
syn_to_final_growth,75.30,%
syn_area,724.4,sq um
rows,24,
warning_count,32,
path_cells,clkdlybuf4s50_1 > ha_1 > fa_1 > a21o_2 > a311oi_2 > o21ai_0 > a311oi_1 > nor3_1 > clkdlybuf4s50_1,
slew_violations,0,
yosys_warnings,0,
fillers,464,
num_vias,877,
grt_pass1_wl,4.064,mm
p_per_area,50.30,nW/um^2
overflow,0,
layoutNonFillerInstCount,198,
place.gp.congestion,0.8002,
first_pass_iters,4,
setup_tns,0,ns
synth_seq_share,0,
pin_count,48,
postSynthCellCount,98,
worstPathMaxFanout,3,
mostFrequentLayoutCells,"clkdlybuf4s50_1 (48), a21oi_1 (17), ha_1 (15)",
die_w,87,um
-- cells by family after synthesis --
kind of cell	count (synthesis)	synth area share
compound gates	40	0.3523
xor+xnor	15	0.1813
fa+ha+maj	16	0.2867
buf+inv	3	0.01554
mux	1	0.01382
simple gates	23	0.1503
-- how the worst min path moves through the flow --
stage,from,to,slack (ns),depth (start not counted)
CTS,b[0],c[0],6.32,3
global route,b[0],c[0],6.34,3
finish,b[0],c[0],6.31,3
-- through the flow --
stage | hold slack (ns) | worst slack, ns
floorplan | 5.352 | 6.311
global placement | 6.317 | 5.260
detailed placement | 6.308 | 5.252
CTS | 6.318 | 5.251
global route | 6.335 | 5.145
finish | 6.311 | 5.255
-- report_power, final --
group / switching [mW] / leakage, nW / internal, mW
sequential: 0 / 0 / 0
combinational: 0.0235 / 0.501 / 0.0404
clock: 0 / 0 / 0
total: 0.0235 / 0.501 / 0.0404
-- cells in the mapped netlist, drive strengths merged --
library cell  number  share of area
a211o              1          0.012
a211oi             1          0.010
a21o               3          0.033
a21oi             17           0.12
a311oi             2          0.033
a31oi              1         0.0086
and3               1         0.0086
fa                 1          0.028
ha                15           0.26
inv                3          0.016
mux2i              1          0.014
nand2              9          0.047
nand3              4          0.028
nor2               2          0.010
nor2b              2          0.017
nor3               3          0.021
nor3b              1          0.010
o211ai             3          0.031
o21ai              8          0.055
o21bai             2          0.021
o22ai              1         0.0086
o41ai              1          0.022
or2                1         0.0086
xnor2             10           0.12
xor2               5          0.060
-- layout make-up --
| type | instances | share of cell area |
|---|---|---|
| multi-input cells | 95 | 0.5616 |
| repair buffers | 48 | 0.3783 |
| well taps | 52 | 0.05123 |
| inverters | 3 | 0.008867 |
-- routing by layer --
metal	wire length, um	vias up	global-route usage	share of wire
li1	-	467	-	-
met1	1146	381	0.08552	0.47
met2	1109	27	0.1026	0.45
met3	189	2	0.01509	0.077
met4	14	0	0.004418	0.0057
met5	0	-	0	0
No activity file was given, so power comes from the tool's default toggle rates.
